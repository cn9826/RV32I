==> flow/design.v <==
module one_detector
# (
parameter int VEC_LEN = 8
) (
  input  logic  [VEC_LEN-1:0]          i_in_vec,
  output logic  [$clog2(VEC_LEN)-1:0]  o_pos,
  output logic  [VEC_LEN-1:0]          o_pos_mask,
  output logic                         o_all_zero
);
localparam int EXPONENT          = $clog2(VEC_LEN);  
localparam int PADDED_VEC_LEN    = 2**EXPONENT; 
logic [PADDED_VEC_LEN-1:0] padded_in_vec;
logic [EXPONENT-1:0]       idx;
logic [EXPONENT-1:0][PADDED_VEC_LEN-1:0] updated_mask;
assign padded_in_vec = {{(PADDED_VEC_LEN-VEC_LEN){1'b0}}, i_in_vec};
logic [EXPONENT-1:0][PADDED_VEC_LEN/2-1:0] exists;
logic [EXPONENT-1:0][PADDED_VEC_LEN/2-1:0] sel;
logic [EXPONENT-1:0][PADDED_VEC_LEN/2-1:0][1:0]  mask;
generate
  for (genvar blk_idx = 0; blk_idx < PADDED_VEC_LEN/2; blk_idx++) begin
    assign exists[0][blk_idx] = padded_in_vec[blk_idx*2+1] | padded_in_vec[blk_idx*2];
    assign sel   [0][blk_idx] = padded_in_vec[blk_idx*2] ? 1'b0 : 1'b1;
    assign mask  [0][blk_idx] = 
      exists[0][blk_idx] ? 
      (sel[0][blk_idx] ? 2'b10 : 2'b01) :
      2'b00                             ;  
  end  
  for (genvar lvl_idx = 1; lvl_idx < EXPONENT; lvl_idx++) begin
    for (genvar blk_idx = 0; blk_idx < PADDED_VEC_LEN/(2**(lvl_idx+1)); blk_idx++) begin
      assign exists[lvl_idx][blk_idx] = exists[lvl_idx-1][blk_idx*2+1] | exists[lvl_idx-1][blk_idx*2];
      assign sel[lvl_idx][blk_idx] = exists[lvl_idx-1][blk_idx*2] ? 1'b0 : 1'b1;
      assign mask[lvl_idx][blk_idx] =  
        exists[lvl_idx][blk_idx] ? 
        (sel[lvl_idx][blk_idx] ? 2'b10 : 2'b01) :
        2'b00                                   ;  
    end  
  end
endgenerate
assign idx[EXPONENT-1] = sel[EXPONENT-1][0];
generate
for (genvar bit_idx=EXPONENT-2; bit_idx >=0; bit_idx--) begin
  assign idx[bit_idx] = sel[bit_idx][idx[EXPONENT-1:bit_idx+1]];
end
endgenerate
assign updated_mask[EXPONENT-1][1:0] = mask[EXPONENT-1][0]; 
generate
for (genvar lvl_idx=EXPONENT-2; lvl_idx>=0; lvl_idx--) begin
  for (genvar blk_idx = 0; blk_idx < PADDED_VEC_LEN/(2**(lvl_idx+1)); blk_idx++) begin
    assign updated_mask[lvl_idx][blk_idx*2+1:blk_idx*2] = 
            {2{updated_mask[lvl_idx+1][blk_idx]}} & mask[lvl_idx][blk_idx];
  end
end
endgenerate
assign o_pos = idx[$clog2(VEC_LEN)-1:0];
assign o_pos_mask = updated_mask[0][VEC_LEN-1:0];
assign o_all_zero = ~exists[EXPONENT-1][0];
endmodule
==> flow/run.sh <==
#!/bin/bash
# OpenROAD 26Q1-2900-gdf79404cd8, Yosys 0.63+post, stock flow scripts
make -C /OpenROAD-flow-scripts/flow DESIGN_CONFIG=/design/flow/config.mk WORK_HOME=/design/flow/orfs finish
==> flow/config.mk <==
export PLATFORM = sky130hd
export DESIGN_NAME = one_detector
export DESIGN_NICKNAME = one_detector
export VERILOG_FILES = /design/flow/design.v
export SDC_FILE = /design/flow/constraint.sdc
export NUM_CORES = 4
export LEC_CHECK = 1
export CORE_AREA = 10 10 70 70
export DIE_AREA = 0 0 80 80
==> flow/constraint.sdc <==
current_design one_detector

set clk_period 2.7
set clk_io_pct 0.2

create_clock -name clk0 -period $clk_period

set non_clock_inputs [all_inputs -no_clocks]
set_input_delay [expr $clk_period * $clk_io_pct] -clock clk0 $non_clock_inputs
set_output_delay [expr $clk_period * $clk_io_pct] -clock clk0 [all_outputs]
==> Slide: Implementation Results <==
Physical Implementation Snapshot

Global routing
  • Initial antenna violation count: 0
  • Overall Global Routing Usage: roughly 2.1%
  • Via count of the first global-routing pass: 219
  • Largest net degree at the start of global routing: 7
  • Global-route wire length before repair: between 1000 and 1500 um
  • Global route overflow: 0

Synthesis
  • Average footprint of a synthesized cell: 6.57 um2
  • Cell types with the largest area share after synthesis: sky130_fd_sc_hd__nor4_4 (16%), sky130_fd_sc_hd__nor3_1 (11%), sky130_fd_sc_hd__and3_1 (9.5%)
  • Dominant cell type by area after synthesis: sky130_fd_sc_hd__nor4_4
  • Yosys-reported design area after synthesis: approximately 130 um2
  • Distinct lib cells: 13
  • Post-synthesis instance total: 20
  • Sequential area share after synthesis: 0%
  • Fraction of post-synthesis cell area in the top cell type by area: ~16%
  • Synthesized cell area: 131 um2
  • Total cells reported by yosys after synthesis: 20
  • Syn. warnings: 5
  • Ranking of synthesized cells by instance count: sky130_fd_sc_hd__nor2_1 (3), sky130_fd_sc_hd__nor3_1 (3), sky130_fd_sc_hd__a21oi_1 (2), sky130_fd_sc_hd__and3_1 (2), sky130_fd_sc_hd__inv_1 (2)

Cells and area
  • Proportion of layout cells with a drive suffix above 1: 18.6%
  • Layout area overhead: 218%
  • Area of the multi-input gates: around 120 um2
  • Sequential Area: 0 um2
  • Clock tree buffer count of the final layout: 0
  • Final design instance area without fill: 418 um2
  • Registers: 0
  • Filler Cells Inserted: ~400
  • Finished Layout Cells: about 89

Place
  • HPWL after detailed placement: 642 um
  • Total of buffers placed on input and output ports: 20
  • Total cell area at the placement stage: between 400 and 500 um2
  • Worst setup slack after placement: 0.0690 ns
  • RePlAce Congestion: 0.794
  • Number of placed instances, taps included: around 90

Power
  • Power density over cell area: roughly 97 nW/um2
  • Fraction of power spent switching nets: a little over a third
  • Internal power: 0.0265 mW
  • VDD IR-drop max: 12.8 uV
  • Combinational Power Share: 100.0%
  • Total leakage power: 0.151 nW
  • Switching Power: 0.0142 mW
  • Clk network pwr share: 0%
  • Total chip power: about 0.04 mW
  • Part of the power in registers: 0%

Route
  • Count of unresolved DRC violations after routing: 0
  • Number of nets still failing antenna checks after routing: 0
  • Average wire per cell in the routed design: approximately 8.7 um
  • Initial DRT Pass Iterations: 4
  • Starting DRC count in detailed routing: 18
  • Routed vias/inst: between 2 and 3
  • Final routed wirelength across all metal layers: 777 um
  • Number of diodes: 0
  • Vias: 232

Setup path
  • Type of the worst setup path: primary input to output port
  • CP top delay family: buffers and inverters
  • CP Data Required Time: 2.16 ns
  • Crit path DAT: 2.07 ns
  • Library cell contributing the largest single delay on the critical path: sky130_fd_sc_hd__clkdlybuf4s50_1
  • Cell repeated most along the worst path: sky130_fd_sc_hd__clkdlybuf4s50_1
  • Crit-path max cell delay: around 0.48 ns
  • Worst-path cell chain: clkdlybuf4s50_1 -> nor4_4 -> nor3b_2 -> clkdlybuf4s50_1
  • Peak fanout along the critical path: 6
  • Launching element type of the critical path: primary input
  • Type of element capturing the critical path: output port
  • Critical path buffers and inverters: 2

Final timing
  • RSZ-0062 raised after global routing: no
  • Endpoints failing hold: 0
  • Worst Tran Pin Value: approximately 0.3 ns
  • Slew Viols, Final: 0
  • Setup-violating endpoint count in the final report: 0
  • Final Critical Period: 2.61 ns
  • Top achievable clock speed: 382 MHz
  • Final period utilization: 96.9%
  • Fin worst setup slack: 0.0850 ns
  • Sum of negative setup slack: 0 ns
  • Worst rel slew slack: 79.5%

Die
  • Overall die width: 80 um
  • Boundary pin count: 20
  • DIE HEIGHT: 80 um
  • Area of the die: 6400 um2
  • Area of the placeable core: 3420 um2
  • Fp_density: 3.85%
  • # rows: 21

Job
  • Max-capacitance violation count: 0
  • Number of OpenROAD warnings: 32

CTS
  • # hold bufs at CTS: 0

Outcome
  • Outcome: complete, no violations

Hold path
  • Type of the most critical hold path: primary input to output port
==> stage by stage <==
step	util [%]	hold slack (ns)
after detailed placement	11.9	1.99
after floorplan	-	1.09
after global placement	11.9	2.00
final	12.2	1.80
after global routing	12.2	1.86
after CTS	11.9	2.00
==> logic make-up after synthesis <==
family	share of synthesized area (%)
and+or+nand+nor	76.2
AOI/OAI and AO/OA	15.2
buffers and inverters	8.57
==> power groups by stage <==
stage	clock network (mW)	registers, mW	logic, mW
after global routing	0	0	0.0448
after CTS	0	0	0.0412
final	0	0	0.0407
==> final timing paths <==
path  depth (start not counted)  slack (ns)            end   startpoint
max                           4        0.09  o_pos_mask[5]  i_in_vec[2]
min                           5        1.80     o_all_zero  i_in_vec[0]
==> timing repair <==
item | 4_1_cts | 5_1_grt
gates resized | 0 | 1
endpoints found under the setup margin | 0 | 3
setup buffers | 0 | 1
==> per-layer routing <==
metal | global-route usage (%) | part of all wire (%) | up-vias
li1 | - | - | 118
met5 | 0 | 0 | -
met4 | 0 | 0 | 0
met1 | 2.90 | 45 | 99
met3 | 0.568 | 16 | 0
met2 | 3.37 | 38 | 15
==> tightest hold or removal path, delay by kind of cell <==
kind | cells | cell delay [ns]
buffers and inverters | 2 | 0.54
and+or+nand+nor | 3 | 0.17
==> cell type report <==
cell class	count	share of cell area (%)
well taps	46	13.8
repair buffers	24	55.7
multi-input cells	17	28.7
inverters	2	1.80
==> layout by cell type (no fill, tap or decap) <==
cell,count
sky130_fd_sc_hd__inv_1,2
sky130_fd_sc_hd__nor4_4,1
sky130_fd_sc_hd__and2_2,1
sky130_fd_sc_hd__dlymetal6s2s_1,1
sky130_fd_sc_hd__nor3b_1,1
sky130_fd_sc_hd__nand2_1,1
sky130_fd_sc_hd__nor3_1,3
sky130_fd_sc_hd__and3_1,2
sky130_fd_sc_hd__buf_4,4
sky130_fd_sc_hd__nor3b_2,1
sky130_fd_sc_hd__o31a_2,1
sky130_fd_sc_hd__a21oi_1,2
sky130_fd_sc_hd__nor2_1,3
sky130_fd_sc_hd__nor4b_1,1
sky130_fd_sc_hd__clkdlybuf4s50_1,19
Power is estimated from default activity; no workload was simulated.
