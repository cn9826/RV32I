--- /design/flow/design.v ---
module round_robin_arbiter #(
  parameter int N = 2
) (
  input  logic                            clk,
  input  logic                            rstn,
  input  logic [N-1:0]                    i_req,
  output logic [N-1:0]                    o_grant
);
logic [N-1:0] mask;
logic [N-1:0] masked_req;
logic [N-1:0] masked_higher_prior_req;
logic [N-1:0] unmasked_higher_prior_req;
logic no_masked_req;
logic [N-1:0] masked_grant;
logic [N-1:0] unmasked_grant; 
assign masked_req = mask & i_req;
assign masked_higher_prior_req[0] = 1'b0;
assign masked_higher_prior_req[N-1:1] = masked_higher_prior_req[N-2:0] | masked_req[N-2:0];
assign masked_grant = ~masked_higher_prior_req & masked_req;
assign no_masked_req = ~(|masked_req); 
assign unmasked_higher_prior_req[0] = 1'b0;
assign unmasked_higher_prior_req[N-1:1] = unmasked_higher_prior_req[N-2:0] | i_req[N-2:0];
assign unmasked_grant = ~unmasked_higher_prior_req & i_req;
assign o_grant = {N{no_masked_req}} & unmasked_grant | masked_grant; 
always_ff @(posedge clk) begin
  if (!rstn) mask <= '1;
  else if (|i_req) begin
    if (no_masked_req) begin
      mask <= unmasked_higher_prior_req; 
    end
    else begin
      mask <= masked_higher_prior_req;
    end
  end
end
endmodule
--- /design/flow/config.mk ---
export PLATFORM = sky130hd
export DESIGN_NAME = round_robin_arbiter
export DESIGN_NICKNAME = round_robin_arbiter
export VERILOG_FILES = /design/flow/design.v
export SDC_FILE = /design/flow/constraint.sdc
export NUM_CORES = 4
export LEC_CHECK = 1
export CORE_AREA = 10 10 70 70
export DIE_AREA = 0 0 80 80
--- /design/flow/constraint.sdc ---
current_design round_robin_arbiter

set clk_period 1.1
set clk_io_pct 0.2

create_clock -name clk0 -period $clk_period [get_ports {clk}]

set non_clock_inputs [all_inputs -no_clocks]
set_input_delay [expr $clk_period * $clk_io_pct] -clock clk0 $non_clock_inputs
set_output_delay [expr $clk_period * $clk_io_pct] -clock clk0 [all_outputs]
--- /design/flow/run.sh ---
#!/bin/bash
# OpenROAD 26Q1-2900-gdf79404cd8, Yosys 0.63+post, stock flow scripts
make -C /OpenROAD-flow-scripts/flow DESIGN_CONFIG=/design/flow/config.mk WORK_HOME=/design/flow/orfs finish
==> changes_impl.md <==
## Flow update

- Post-synthesis area per instance: about 9 um^2
- Final GP Congestion: 0.6107
- Final setup viols: 2
- Global-route met3 utilization: 0.9091%
- Cell variety after synth: 8
- Number of optimization iterations in the first detailed-route pass: 1
- Finished Cell Area: 242.7 um^2
- Gate count after technology mapping: 10
- Worst max-slew margin expressed relative to the limit: roughly 88%
- Worst setup slack after placement: -0.5353 ns
- Launch instance of the worst min-delay path: i_req[0]
- Largest logic family: AND-OR/OR-AND gates
- Tightest hold margin: 0.3545 ns
- Routed wirelength normalized by instance count: 5.284 um
- Post-Synthesis Cell Area: 88.84 um^2
- Biggest register: mask
- Total negative slack: -0.1323 ns
- Cell Area, Placed: 211.5 um^2
- Type of origin of the critical path: register
- Relative area change from synthesis to final layout: 173.2%
- RSZ-0062 raised after global routing: true
- Number of buffers on the longest clock path: 2
- Crit path kind: reg2out
- Number of cells in Yosys stat: 10
- Chain of cells forming the critical path: nor2b_4 -> buf_6 -> a21oi_2 -> buf_2
- Number of antenna violations at the first check in global routing: 0
- Hold bufs inserted after CTS: 0
- Flip-flop count of the largest register, all copies and words added: 2
- FF-to-FF Start: mask[0]$_SDFFE_PN1P_
- Sequential area share after synthesis: 45.07%
- Worst-case setup margin in the final layout: -0.07434 ns
- Met2 Track Usage GR: 1.525%
- Tool Warnings: 27
- Simple Share, Synth: 9.859%
- Timing startpoint of the critical path: mask[1]$_SDFFE_PN1P_
- Number of top-level pins: 6
- Overall die width: 80 um
- Leading cell types in the layout, fill and taps excluded: clkbuf_4 (3), inv_1 (2), dlygate4sd2_1 (2), buf_2 (2), buf_4 (2)
- Transition time of the tightest slew-check pin: about 0.17 ns
- Net Sw Frac: 20.77%
- Clock tree from TritonCTS: done
- Sequential cell fraction of total power: between 20 and 30%
- Data arrival at the endpoint of the critical path: 0.95 ns
- Antenna Cells: 0
- Number of buffers and inverters on the critical path: 2
- Dominant logic cell type in the layout: clkbuf_4
- XOR-XNOR Cells, Area Fraction: 0%
- Largest net degree at the start of global routing: 4
- Die ar.: 0.006400 mm^2
- Vias in the first global route: 122
- Delay-heaviest family, CP: flip-flops
- Final Hold Violation Tally: 0
- Share of the core filled by cells before placement: around 2.6%
- Met1 global-route usage: under 10%
- Worst Path Required: between 0.8 and 0.9 ns
- Cts bufs inserted: 3
- Number of warnings reported in the yosys synthesis log: 1
- Slowest stage cell on the critical path: dfxtp_2
- Final HPWL DP: 286.3 um
- Share of the synthesized area in the top cell type: 45.07%
- Final routed wirelength across all metal layers: 354 um
- Logic gate share of total power: 16.5%
- Kind of end point of the critical path: primary output
- Portion of total power attributed to the clock network: between 50 and 60%
- Main area contributors: dfxtp_1 (45%), nor2b_2 (9.9%), o221ai_1 (9.9%)
- Leading registers by flop count: mask x2
- Static leakage power: 0.1043 nW
- Core area: 0.003416 mm^2
- Final worst path period need: 1.174 ns
- Worst Path Max Fanout: 2
- # Max-Cap Violations: 0
- Failing checks: setup timing
- Switching power of the nets: 0.06030 mW
- Most Used Layer, Global Route: met2
- Total power per unit cell area: around 1200 mW/mm^2
- Die Height: 80 um
- Number of nets with antenna violations after detailed routing: 0
- Clock skew: 0.003557 ns
- Run status: finished, violations left
- Final worst path period share: 106.8%
- Pins Over Slew Limit: 0
- Adder-cell area share of the yosys netlist: 0%
- Worst Hold Class: in2reg
- Highest achievable clock rate: 0.8515 GHz
- Clk latency late pin: approximately 0.22 ns
- Internal cell power: 0.2300 mW
- Number of DRC violations after detailed-routing iteration 0: 0
- Clock sink count: 2
- Peak VDD IR: around 0.25 mV
- H-tree lvl count: 1
- Global-route wire length before repair: 538 um
- Compound Share, Synth: 32.39%
- CTS root buf: clkbuf_4
- Largest area contributor in the netlist: dfxtp_1
- Flip-flop and latch count after synthesis: 2
- Number of standard-cell rows in the floorplan: 21
- Fraction of final layout cells sized beyond drive strength 1: about 57%
- FILL cells: 417
- Mux share of post-synthesis cell area: 0%
- Overall Global Routing Usage: 1.109%
- Summed standard-cell area reported by yosys: 88.84 um^2
- Vias after detailed routing: about 110
- Longest individual stage delay on the worst path: 0.30 ns
- Port Buf Inserts: 5
- Average via count per standard cell: ~1.6
- Overflow after GRT: 0
- DR DRC count: 0
- Clock transition at the registers of the reported paths: 0.03 ns
- Minimum setup slack among reg-to-reg paths: 0.30 ns
[what timing repair did]
item	CTS	global route
gates resized	12	0
buffers inserted	1	0
pin swaps	2	0
setup endpoints to repair	2	2
[synthesized netlist by cell type, drive strengths merged]
master and count:
a21oi 1, dfxtp 2, inv 3, nor2b 1, o21a 1, o221ai 1
o31ai 1
[metrics by stage]
step	util (%)	power, mW	cells
floorplan	-	0.09413	10
global placement	6.190	0.1263	63
detailed placement	6.190	0.1275	63
CTS	7.106	0.3040	67
global route	7.106	0.3150	67
finish	7.106	0.2903	67
[routing by layer]
| metal | part of all wire [%] | up-vias | wire [um] |
|---|---|---|---|
| met2 | 50 | 3 | 178 |
| met1 | 42 | 51 | 148 |
| met5 | 0 | - | 0 |
| met3 | 7.6 | 0 | 27 |
| li1 | - | 56 | - |
| met4 | 0 | 0 | 0 |
[final timing paths]
kind / to / cells past startpoint
hold reg to reg: mask[1]$_SDFFE_PN1P_ / 2
setup reg to reg: mask[0]$_SDFFE_PN1P_ / 3
hold / removal: mask[0]$_SDFFE_PN1P_ / 2
setup / recovery: o_grant[0] / 4
[cell families after synthesis]
| kind of cell | count (synthesis) |
|---|---|
| DFF | 2 |
| and+or+nand+nor | 1 |
| AOI/OAI and AO/OA | 4 |
| buffers and inverters | 3 |
[power by group through the flow]
stage	registers, mW	logic, mW	clock network (mW)
4_1_cts	0.0826	0.0485	0.173
5_1_grt	0.0830	0.0529	0.179
6_report	0.0824	0.0479	0.160
[area by class of cell]
type / count / area [um^2] / area share [%]
Sequential cell: 2 / 41.29 / 17.01
Clock buffer: 3 / 22.52 / 9.278
Inverter: 3 / 11.26 / 4.639
Multi-Input combinational cell: 5 / 46.29 / 19.07
Tap cell: 46 / 57.56 / 23.71
Timing Repair Buffer: 8 / 63.81 / 26.29
No activity file was given, so power comes from the tool's default toggle rates.
